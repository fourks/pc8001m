**run.sh**
```bash
#!/bin/bash
# OpenROAD 26Q1-2900-gdf79404cd8, Yosys 0.63+post, stock flow scripts
make -C /OpenROAD-flow-scripts/flow DESIGN_CONFIG=/design/flow/config.mk WORK_HOME=/design/flow/orfs finish
```
**config.mk**
```make
export PLATFORM = sky130hd
export DESIGN_NAME = ps2key
export DESIGN_NICKNAME = ps2key
export VERILOG_FILES = /design/flow/design.v
export SDC_FILE = /design/flow/constraint.sdc
export NUM_CORES = 4
export LEC_CHECK = 1
export CORE_UTILIZATION = 30
```
**constraint.sdc**
```tcl
current_design ps2key

set clk_period 4.8
set clk_io_pct 0.2

create_clock -name clk0 -period $clk_period [get_ports {clk}]

set non_clock_inputs [all_inputs -no_clocks]
set_input_delay [expr $clk_period * $clk_io_pct] -clock clk0 $non_clock_inputs
set_output_delay [expr $clk_period * $clk_io_pct] -clock clk0 [all_outputs]
```
**design.v**
```verilog
module ps2key (
	input wire			clk,
	input wire			reset,
	input wire			ps2_data,
	input wire			ps2_clk,
	input wire [3:0]	kbd_adr,
	output reg [7:0]	keydata
	);
	parameter idle    = 2'b01;
	parameter receive = 2'b10;
	parameter ready   = 2'b11;
	reg [1:0]  state = idle;
	reg [15:0] rxtimeout= 16'b0000000000000000;
	reg [10:0] rxregister = 11'b11111111111;
	reg [1:0]  datasr = 2'b11;
	reg [1:0]  clksr = 2'b11;
	reg [7:0]  rxdata;
	reg dataready;
	reg [7:0]	ps2data;
	wire [7:0]	ps2code;
	wire [7:0]	adrcode;
	reg [3:0]	adr;
	reg [3:0]	dat;
	reg 			keyoff = 0;
	reg			fkey = 0; 
	reg [1:0] 	mode = 0;
	reg [3:0]	rstcnt;
	reg [7:0] 	keymtx[0:15];
	always @ ( posedge clk )
	begin
		if( mode == 3 ) begin
			if ( keyoff )
				keymtx[adr] <= keymtx[adr] & ~keysw(dat);
			else
				keymtx[adr] <= keymtx[adr] | keysw(dat);
		end
		else	keydata <= keymtx[kbd_adr];
	end
	always @ ( posedge clk ) 
	begin 
		if( dataready == 1 ) begin
			ps2data <= rxdata;
			mode <= 1;
		end
		else if( mode == 1 ) begin
			if ( ps2data[7]) begin 
				if ( ps2data[7:4] == 4'b1111 )  begin
					keyoff <=  1;
					mode <= 0;
				end
				else if ( ps2data[7:4] == 4'b1110 )  begin
					fkey <=  1;
					mode <= 0;
				end
				else	mode <= 0;
			end
			else begin
				mode <= 2;
			end
		end
		else if( mode == 2 ) begin
			adr <= adrcode[7:4];
			dat <= adrcode[3:0];
			mode <= 3;
		end
		else if( mode == 3 ) begin
			keyoff <= 0;
			fkey <= 0;
			mode <= 0;
		end
	end
	assign	ps2code = { fkey, ps2data[6:0]};
	ps2keymap ps2keymap (
		.clk		( clk		),
		.code		( ps2code	),
		.data		( adrcode	)
	);
	function [7:0] keysw;
		input [4:0] data;
			case (data)
				4'h0: keysw = 8'b0000_0001;
				4'h1: keysw = 8'b0000_0010;
				4'h2: keysw = 8'b0000_0100;
				4'h3: keysw = 8'b0000_1000;
				4'h4: keysw = 8'b0001_0000;
				4'h5: keysw = 8'b0010_0000;
				4'h6: keysw = 8'b0100_0000;
				4'h7: keysw = 8'b1000_0000;
				default: keysw = 8'b0000_0000;
			endcase
	endfunction
	always @ ( posedge clk ) 
	begin 
		rxtimeout <= rxtimeout + 16'd1;
		datasr <= { datasr[0], ps2_data };
		clksr  <= { clksr[0], ps2_clk };
		if( clksr == 2'b10 )
			rxregister<= { datasr[1], rxregister[10:1] };
	case ( state ) 
		idle: 
		begin
			rxregister <= 11'b11111111111;
			dataready  <= 0;
			rxtimeout  <= 16'b0000000000000000;
			if( datasr[1] == 0 && clksr[1] == 1 ) begin
				state <= receive;
			end   
		end
		receive:
		begin
			if( rxtimeout == 50000) state<=idle;
			else if(rxregister[0] == 0) begin
				dataready <= 1;
				rxdata <= rxregister[8:1];
				state <= ready;
			end
		end
		ready: 
		begin
			if(dataready == 1) begin
				state <= idle;
				dataready <= 0;
			end  
		end  
	endcase
end
endmodule
module ps2keymap(
	input wire			clk,
	input wire [7:0]	code,
	output reg [7:0]	data
	);
	always @(posedge clk) begin
		case (code)
			8'h03: data = 8'h95;    
			8'h04: data = 8'h93;    
			8'h05: data = 8'h91;    
			8'h06: data = 8'h92;    
			8'h0C: data = 8'h94;    
			8'h11: data = 8'h84;    
			8'h12: data = 8'h86;    
			8'h13: data = 8'h85;    
			8'h14: data = 8'h87;    
			8'h15: data = 8'h41;    
			8'h16: data = 8'h61;    
			8'h1A: data = 8'h52;    
			8'h1B: data = 8'h43;    
			8'h1C: data = 8'h21;    
			8'h1D: data = 8'h47;    
			8'h1E: data = 8'h62;    
			8'h21: data = 8'h23;    
			8'h22: data = 8'h50;    
			8'h23: data = 8'h24;    
			8'h24: data = 8'h25;    
			8'h25: data = 8'h64;    
			8'h26: data = 8'h63;    
			8'h29: data = 8'h96;    
			8'h2A: data = 8'h46;    
			8'h2B: data = 8'h26;    
			8'h2C: data = 8'h44;    
			8'h2D: data = 8'h42;    
			8'h2E: data = 8'h65;    
			8'h31: data = 8'h36;    
			8'h32: data = 8'h22;    
			8'h33: data = 8'h30;    
			8'h34: data = 8'h27;    
			8'h35: data = 8'h51;    
			8'h36: data = 8'h66;    
			8'h3A: data = 8'h35;    
			8'h3B: data = 8'h32;    
			8'h3C: data = 8'h45;    
			8'h3D: data = 8'h67;    
			8'h3E: data = 8'h70;    
			8'h41: data = 8'h74;    
			8'h42: data = 8'h33;    
			8'h43: data = 8'h31;    
			8'h44: data = 8'h37;    
			8'h45: data = 8'h60;    
			8'h46: data = 8'h71;    
			8'h49: data = 8'h75;    
			8'h4A: data = 8'h76;    
			8'h4B: data = 8'h34;    
			8'h4C: data = 8'h73;    
			8'h4D: data = 8'h40;    
			8'h4E: data = 8'h57;    
			8'h51: data = 8'h77;    
			8'h52: data = 8'h72;    
			8'h54: data = 8'h20;    
			8'h55: data = 8'h56;    
			8'h59: data = 8'h86;    
			8'h5A: data = 8'h17;    
			8'h5B: data = 8'h53;    
			8'h5D: data = 8'h55;    
			8'h66: data = 8'h83;    
			8'h69: data = 8'h01;    
			8'h6A: data = 8'h54;    
			8'h6B: data = 8'h04;    
			8'h6C: data = 8'h07;    
			8'h70: data = 8'h00;    
			8'h71: data = 8'h16;    
			8'h72: data = 8'h02;    
			8'h73: data = 8'h05;    
			8'h74: data = 8'h06;    
			8'h75: data = 8'h10;    
			8'h76: data = 8'h97;    
			8'h79: data = 8'h13;    
			8'h7A: data = 8'h03;    
			8'h7B: data = 8'h14;    
			8'h7C: data = 8'h12;    
			8'h7D: data = 8'h11;    
			8'hCA: data = 8'h76;    
			8'hDA: data = 8'h17;    
			8'hE9: data = 8'h90;    
			8'hEB: data = 8'h82;    
			8'hEC: data = 8'h80;    
			8'hF1: data = 8'h83;    
			8'hF2: data = 8'h81;    
			8'hF4: data = 8'h82;    
			8'hF5: data = 8'h81;    
			default: data = 8'hFF;
		endcase
	end
endmodule
```
==> run_results.csv <==
group,metric,value,unit
placed_design,io_buffers,14,
synth,synthSimpleGateAreaFrac,0.0933,
route,wl_per_cell,18.8,um
final_timing,fin_tns_setup,0,ps
layout,regArea,0.00602,mm2
floorplanning,core_area,0.0346,mm2
layout,drive_above_1_share,0.184,
clock_tree,cts_resized,0,
synth,synth-xor-area-share,0.00994,
synth,top_cells_by_count,"165 x edfxtp_1, 60 x mux4_2, 53 x dfxtp_1, 53 x nor2_1, 47 x nand2_1",
setup_path,slowest_stage,"edfxtp_1",
synth,synthArstFlopShare,0,
clock_tree,cts-hold-fix-buffers,0,
synth,ys_cells,739,
pwr,switching_power,1890,uW
clock_tree,cts_buffers,23,
synth,yosysUniqueCellTypes,70,
synth,ys_sh_aoi,0.0800,
final_timing,slew_headroom,0.479,
synth,area_leaders,"edfxtp_1 47%, mux4_2 13%, dfxtp_1 10%, mux4_1 6.0%, nor2_1 1.9%",
placed_design,hpwlAfterDp,14600,um
clock_tree,clk_pin_slew,60,ps
synth,top_area_cell,"edfxtp_1",
final_timing,max_freq,336,MHz
route,vias,6471,
final_timing,rsz0062_at_grt,"no",
final_timing,maxSlewViolCount,0,
pwr,swShare,0.314,
synth,mux_area_frac,0.199,
placed_design,gp_congestion,0.929,
floorplanning,die_y,190,um
final_timing,hold_violations,0,
worst_hold_path,hold_class,"reg -> reg",
synth,synth-edff-count,165,
setup_path,crit_type,"reg -> reg",
grt,track_usage,0.141,
setup_path,critPathMaxStageDelay,700,ps
synth,ys_sh_adder,0.0166,
pwr,p_clk_frac,0.279,
clock_tree,insertion_delay,520,ps
grt,grt_pass1_vias,6705,
pwr,p_leak,0.00407,uW
setup_path,worstSetupStartpointType,"flip-flop",
layout,syn_to_final_growth,13.7,%
synth,ys_seq_frac,0.569,
flow_run,maxCapViolCount,0,
final_timing,post-route-period-util,0.620,
route,dr.pass1.iters,4,
floorplanning,dieWidth,190,um
clock_tree,clockBufferDepth,3,
floorplanning,io_pins,16,
pwr,ir_worst_vdd,0.359,mV
route,via_per_inst,5.23,
pwr,internal-power,4130,uW
setup_path,worstPathArrival,3360,ps
layout,stdcell_count,1237,
synth,ys_warn_count,2,
route,drtIter0Drc,429,
synth,postSynthAreaPerCell,14.3,um2
layout,nFillCells,3264,
synth,postSynthCellCount,739,
clock_tree,cts_setup_buffers,0,
final_timing,fin_skew,21.6,ps
run_status,outcome,"completed",
floorplanning,fp_util,0.305,
final_timing,min_period,2980,ps
route,n_antenna_cell,0,
setup_path,cp_cell_sequence,"inv_1 > ha_1 > and2b_1 > nor2_1 > mux4_2 > a2111oi_0 > nor4_1",
synth,synth.most_common_cell,"edfxtp_1",
floorplanning,die-area,0.0360,mm2
synth,yosysTopAreaCellShare,0.469,
clock_tree,cts_root_buf,"clkbuf_16",
synth,synth_area,0.0106,mm2
synth,ys_ff,218,
setup_path,crit_fanout,15,
setup_path,endpoint_kind,"flip-flop",
route,drt-total-wl,23300,um
grt,antenna_found_initial,0,
placed_design,dp.cells,1195,
clock_tree,clock_sink_count,218,
grt,grt_overflow_total,0,
pwr,power_frac_comb,0.278,
synth,top_logic_kind,"multiplexers",
route,ant_nets,0,
synth,ys.flop_type,"edfxtp_1",
final_timing,setup_viol,0,
pwr,power_density,501,mW/mm2
floorplanning,num_rows,68,
flow_run,warnings,36,
synth,ys_area,0.0106,mm2
clock_tree,cts_tree,"yes",
layout,comb_area,0.00421,mm2
final_timing,worst_pin_slew,780,ps
route,remaining_drc_errors,0,
pwr,pwr-share-seq,0.443,
setup_path,cp_data_required_time,5190,ps
clock_tree,cts_max_level,1,
grt,grt_pass1_wl,36700,um
grt,grt_max_degree,44,
-- cell usage in the layout, fill, tap and decap left out, types with 6 or more instances in the layout --
master,netlist,layout
a21o_1,7,7
a21oi_1,25,25
a31oi_1,9,9
and3_1,7,7
buf_4,2,34
clkbuf_16,0,24
clkdlybuf4s50_1,0,13
dfxtp_1,53,52
edfxtp_1,165,165
ha_1,14,14
inv_1,24,24
mux2_2,7,7
mux4_1,24,24
mux4_2,60,60
nand2_1,47,47
nand2b_1,18,18
nand3_1,24,24
nor2_1,53,53
nor2b_1,10,10
nor3_1,13,13
o21ai_0,18,18
o21ai_1,9,9
o31ai_1,10,10
or3_1,6,6
xnor2_1,9,9
-- flip-flops by register name, summed over array words and instances (netlist names), 4 cells and up, named ones only --
| name | flops |
|---|---|
| rxtimeout | 16 |
| ps2keymap.data | 8 |
| ps2data | 8 |
| rxregister | 11 |
| dat | 4 |
| rxdata | 8 |
| adr | 4 |
| keymtx | 128 |
| keydata | 8 |
-- logic make-up after synthesis --
family,after synthesis
buffers and inverters,73
AND/OR/NAND/NOR,202
multiplexers,95
adder cells (fa/ha/maj),14
XOR/XNOR,12
flip-flops,218
AND-OR/OR-AND,125
-- per-stage QoR --
step	cell area [um2]	hold WS, ps	total power, uW	utilization	setup WS, ps
floorplan	10600	310	3860	-	2080
global placement	11300	318	4370	0.326	1490
detailed placement	11300	318	4360	0.326	1470
CTS	12000	332	6060	0.347	1880
global route	12000	355	6360	0.347	1650
finish	12000	329	6020	0.347	1820
-- power groups by stage --
stage	logic, uW	clock network, uW	registers [uW]
CTS	1670	1730	2670
global route	1860	1800	2710
finish	1670	1680	2670
-- path summary, 6_finish.rpt --
check                           startpoint                end  slack [ps]  cells after the start
worst max-delay path            ps2data[1]  ps2keymap.data[2]        1820                      7
worst min-delay path             datasr[0]          datasr[1]         330                      0
worst min register to register   datasr[0]          datasr[1]         330                      0
worst max register to register  ps2data[1]  ps2keymap.data[2]        1820                      7
-- metal layers --
layer | routed length (um) | up-vias | global-route usage
li1 | - | 2993 | -
met2 | 11000 | 306 | 0.216
met5 | 0 | - | 0.00412
met1 | 8700 | 3135 | 0.176
met4 | 531 | 0 | 0.0295
met3 | 3000 | 37 | 0.0823
-- area by class of cell --
| type | count | share of cell area |
|---|---|---|
| Clock buffer | 35 | 0.0558 |
| Clock inverter | 7 | 0.00510 |
| Inverter | 26 | 0.00812 |
| Multi-Input combinational cell | 448 | 0.351 |
| Sequential cell | 218 | 0.501 |
| Tap cell | 455 | 0.0474 |
| Timing Repair Buffer | 48 | 0.0325 |
-- critical path, delay by kind of cell (launching register included) --
kind | cells | cell delay (ps)
fa+ha+maj | 1 | 460
simple gates | 3 | 530
mux | 1 | 480
flops | 1 | 700
compound gates | 1 | 490
buf+inv | 1 | 190
Power figures rest on the tool's default switching activity, not on a simulated workload.
