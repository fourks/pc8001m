File: config.mk
export PLATFORM = sky130hd
export DESIGN_NAME = rtc
export DESIGN_NICKNAME = rtc
export VERILOG_FILES = /design/flow/design.v
export SDC_FILE = /design/flow/constraint.sdc
export NUM_CORES = 4
export LEC_CHECK = 1
export CORE_UTILIZATION = 30
File: constraint.sdc
current_design rtc

set clk_period 6.2
set clk_io_pct 0.2

create_clock -name clk0 -period $clk_period [get_ports {clk}]

set non_clock_inputs [all_inputs -no_clocks]
set_input_delay [expr $clk_period * $clk_io_pct] -clock clk0 $non_clock_inputs
set_output_delay [expr $clk_period * $clk_io_pct] -clock clk0 [all_outputs]
File: design.v
module rtc(clk, cstb, cclk, cin, cdata, ind);
	input clk;
	input [3:0] cin;
	input cstb, cclk;
	output cdata;  
	output ind;
	reg [39:0] sr;
	reg [23:0] cnt = 0;
	reg cstb1 = 0, cclk1 = 0;
	wire cy0, cy1, cy2, cy3, cy4, cy5, cy6, cy7, load;
	wire [3:0] second0, minute0, hour0, day0, month;
	wire [2:0] second1, minute1;
	wire [1:0] hour1, day1;
	assign cy5 = cy3 & hour1[1] & hour0[1] & hour0[0];
	assign cy7 = cy5 & (month == 2 & day1[1] & day0[3] |
		(month == 4 | month == 6 | month == 9 | month == 11) & day1[1] & day1[0] |
		day1[1] & day1[0] & day0[0]);
	assign cnt_cy = cnt == 14318181;
	count10 c_second0(.clk(clk), .ci(cnt_cy), .co(cy0), .load(load), 
		.d(sr[6:3]), .q(second0));
	count6 c_second1(.clk(clk), .ci(cy0), .co(cy1), .load(load), 
		.d({ sr[1:0], sr[7] }), .q(second1));
	count10 c_minute0(.clk(clk), .ci(cy1), .co(cy2), .load(load), 
		.d(sr[14:11]), .q(minute0));
	count6 c_minute1(.clk(clk), .ci(cy2), .co(cy3), .load(load), 
		.d({ sr[9:8], sr[15] }), .q(minute1));
	count10c c_hour0(.clk(clk), .ci(cy3), .co(cy4), 
		.clr(cy5), 
		.load(load), .d(sr[22:19]), .q(hour0));
	count3c c_hour1(.clk(clk), .ci(cy4), 
		.clr(cy5), .load(load), 
		.d({ sr[16], sr[23] }), .q(hour1));
	count101 c_day0(.clk(clk), .ci(cy5), .co(cy6), 
		.set1(cy7), 
		.load(load), .d(sr[30:27]), .q(day0));
	count4c c_day1(.clk(clk), .ci(cy6), 
		.clr(cy7), 
		.load(load), .d({ sr[24], sr[31] }), .q(day1));
	count121 c_month(.clk(clk), .ci(cy7), .load(load), 
		.d({ sr[34:32], sr[39] }), .q(month));
	assign load = cstb & ~cstb1 & cin == 2;
	always @(posedge clk) begin
		cnt <= cnt_cy ? 0 : cnt + 1;
		cstb1 <= cstb;
		if (cstb & ~cstb1 & cin == 1) begin
			sr[3:0] <= second0;
			sr[6:4] <= second1;
			sr[7] <= 1'b0;
			sr[11:8] <= minute0;
			sr[14:12] <= minute1;
			sr[15] <= 1'b0;
			sr[19:16] <= hour0;
			sr[21:20] <= hour1;
			sr[23:22] <= 2'b00;
			sr[27:24] <= day0;
			sr[29:28] <= day1;
			sr[35:30] <= 6'b000000;
			sr[39:36] <= month;
		end
		cclk1 <= cclk;
		if (cclk & ~cclk1) begin
			sr[38:0] <= sr[39:1];
			sr[39] <= cin[0];
		end
	end
	assign cdata = sr[0];
	assign ind = cnt[23];
endmodule
module count10c(clk, clr, ci, co, load, d, q);
	input clk, ci, clr, load;
	output co;
	input [3:0] d;
	output [3:0] q;
	reg [3:0] q = 0;
	always @(posedge clk) begin
		if (load) q <= d;
		else if (clr) q <= 0;
		else if (ci) 
			if (co) q <= 0;
			else q <= q + 1;
	end
	assign co = ci & q[3] & q[0];
endmodule
module count101(clk, set1, ci, co, load, d, q);
	input clk, ci, load, set1;
	output co;
	input [3:0] d;
	output [3:0] q;
	reg [3:0] q = 0;
	always @(posedge clk) begin
		if (load) q <= d;
		else if (set1) q <= 1;
		else if (ci) 
			if (co) q <= 0;
			else q <= q + 1;
	end
	assign co = ci & q[3] & q[0];
endmodule
module count10(clk, ci, co, load, d, q);
	input clk, ci, load;
	output co;
	input [3:0] d;
	output [3:0] q;
	reg [3:0] q = 0;
	always @(posedge clk) begin
		if (load) q <= d;
		else if (ci) 
			if (co) q <= 0;
			else q <= q + 1;
	end
	assign co = ci & q[3] & q[0];
endmodule
module count3c(clk, ci, clr, load, d, q);
	input clk, ci, clr, load;
	input [1:0] d;
	output [1:0] q;
	reg [1:0] q = 0;
	always @(posedge clk) begin
		if (load) q <= d;
		else if (clr) q <= 0;
		else if (ci) q <= q + 1;
	end
endmodule
module count4c(clk, clr, ci, load, d, q);
	input clk, ci, load, clr;
	input [1:0] d;
	output [1:0] q;
	reg [1:0] q = 0;
	always @(posedge clk) begin
		if (load) q <= d;
		else if (clr) q <= 0;
		else if (ci) q <= q + 1;
	end
endmodule
module count6(clk, ci, co, load, d, q);
	input clk, ci, load;
	output co;
	input [2:0] d;
	output [2:0] q;
	reg [2:0] q = 0;
	always @(posedge clk) begin
		if (load) q <= d;
		else if (ci) 
			if (co) q <= 0;
			else q <= q + 1;
	end
	assign co = ci & q[2] & q[0];
endmodule
module count121(clk, ci, load, d, q);
	input clk, ci, load;
	input [3:0] d;
	output [3:0] q;
	reg [3:0] q = 0;
	always @(posedge clk) begin
		if (load) q <= d;
		else if (ci) 
			if (q[3] & q[2]) q <= 1;
			else q <= q + 1;
	end
endmodule
File: run.sh
#!/bin/bash
# OpenROAD 26Q1-2900-gdf79404cd8, Yosys 0.63+post, stock flow scripts
make -C /OpenROAD-flow-scripts/flow DESIGN_CONFIG=/design/flow/config.mk WORK_HOME=/design/flow/orfs finish
==> summary.txt <==
fresh numbers from the pnr run: grt total ovfl=0, placed insts=553, initial antenna violation count=0, Slew @ Worst Pin=between 700 and 800 ps, critical path fanouts, max=30, register clock-pin slew on the reported worst setup and hold paths=roughly 70 ps, fin cells=roughly 570, H-tree depth=3, mean post-synth cell area=12.1 µm², first-pass GRT wire length=13.5 mm, PD cells=between 200 and 300 nW/µm², Ant. Diodes=0, flip-flops with a built-in enable=70, CP Class=input pin to flip-flop, max_slew headroom=0.514, ys flops=96, CTS Buf Count=9, crit path DAT=3320 ps, MaxCap Viol Count=0, CTS tree=yes, via count=2725, run status=completed, LEAKAGE=about 1.8 nW, Core Rows=44, Final Setup Violations=0, sequential-to-total area share from yosys stat=0.589, DRT Pass-1 Iters=4, CP Launch Type=input pin, yosys cell count=about 370, CP endpoint kind=flip-flop, DR DRC count=0, Cell Type Count=41, Slew Limit Fails=0, hpwl dp=5.11 mm, die width=about 120 µm, combinational gate area=1750 µm², setup_tns=0 ps, fp util=0.306, period utilization=0.521, Clock Sink Count=96, fmax=~310 MHz, chip height=124 µm, Max clock buf depth=2, crit path time final=roughly 3200 ps, synthesis area per yosys=4450 µm², clk latency late pin=340 ps, final WL=7.75 mm, Avg WL per Cell=around 14 µm, chip area=15300 µm², IO Pins=9, Port Buffers=8, FF/Latch Area=approximately 2600 µm², DRT antenna net count=0, Hold Buf Count CTS=0, Core ar.=14500 µm², CTS resizes=0, Initial DRC Count=142, clock skew=8.38 ps, RSZ-0062 raised after global routing=no, Root Buffer=clkbuf_16, cell count after synthesis=367, setup bufs post-CTS=0, vias per std cell=4.79, Area Overhead vs Synth=13.8%, FFs w/ async S/R, synth=0, Max VDD drop=roughly 150 µV, Hold Vio Cnt, Final=0, gr usage total=0.117, filler cell count=approximately 1400, vias in the first global route=2767, Mapped Area=between 4000 and 5000 µm², Top FF cell, synth=edfxtp_1, tool warning count=29, RePlAce Congestion=0.873, min-delay worst type=flip-flop to flip-flop, pin count of the biggest net entering global routing=44, worst path required time=6290 ps, share of cells above drive strength 1=0.158, yosys warns=9
## critical path, cell delays in order
cell	delay (ps)
clkdlybuf4s50_1	470
nor4b_1	390
nor3b_2	240
buf_4	330
a311oi_1	170
a22oi_2	370
o21ai_1	100
## placed cells by master, fill, tap and decap left out, drive strengths merged, types with 3 or more instances in the layout
cell type	n
nor4	5
mux2	29
clkbuf	9
a21oi	8
ha	13
a22o	8
dfxtp	26
or2	3
clkinv	3
nand4	11
xnor2	16
clkdlybuf4s50	8
xor2	13
and4	4
inv	14
o21ai	18
and2	12
nand3	15
buf	5
a31oi	4
nand2	32
edfxtp	70
nand3b	3
nor2	29
## kinds of logic after synthesis
family	after synthesis	share of synthesized area
compound gates	48	0.0728
buf+inv	24	0.0208
simple gates	128	0.151
xor+xnor	29	0.0570
mux	29	0.0733
fa+ha+maj	13	0.0365
flops	96	0.589
## synthesized netlist by cell type (all sizes together), types with 3 or more instances
library cell	count	share of area
nand3b	3	0.0051
clkbuf	9	0.0076
and2	12	0.017
nand3	15	0.017
dfxtp	26	0.12
xnor2	16	0.031
ha	13	0.037
xor2	13	0.026
a21oi	8	0.0090
nand2	32	0.027
edfxtp	70	0.47
nor2	29	0.024
a22o	8	0.016
nor4	5	0.0084
o21ai	18	0.020
mux2	29	0.073
and4	4	0.0079
inv	13	0.011
a31oi	4	0.0056
nand4	11	0.015
or2	3	0.0042
## per-stage QoR
step / area (µm²) / util / setup WS [ps] / hold WS [ps] / total power (W)
floorplan: 4450 / - / 3380 / 440 / 0.000811
global placement: 4770 / 0.328 / 2670 / 454 / 0.000837
global route: 5070 / 0.349 / 2750 / 502 / 0.00143
CTS: 5070 / 0.349 / 2960 / 474 / 0.00139
finish: 5070 / 0.349 / 2970 / 470 / 0.00137
detailed placement: 4770 / 0.328 / 2590 / 463 / 0.000837
## where the power goes
part           internal (W)   total, W  switching (W)
Sequential         0.000724   0.000747      0.0000233
Combinational     0.0000425  0.0000766      0.0000340
Clock              0.000312   0.000547       0.000235
Total               0.00108    0.00137       0.000292
## registers in the layout (all words and copies together), names as in the netlist, 3 cells and up
name	count
c_day0.q	4
c_hour0.q	4
c_minute0.q	4
c_minute1.q	3
c_month.q	4
c_second0.q	4
c_second1.q	3
cnt	24
sr	40
## cell type report
class	instances	share of cell area
Tap cell	184	0.0454
Clock inverter	7	0.0141
Inverter	13	0.00963
Multi-Input combinational cell	247	0.346
Timing Repair Buffer	13	0.0232
Clock buffer	9	0.0445
Sequential cell	96	0.518
## path summary, 6_finish.rpt
check                                             end  slack [ps]                from  depth (start not counted)
worst max-delay path            c_day1.q[0]$_DFFE_PP_        2970                cstb                          7
worst min-delay path               cnt[18]$_SDFF_PN0_         470  cnt[18]$_SDFF_PN0_                          1
worst max register to register  c_day1.q[0]$_DFFE_PP_        3940   cnt[0]$_SDFF_PN0_                          6
worst min register to register     cnt[18]$_SDFF_PN0_         470  cnt[18]$_SDFF_PN0_                          1
## routing by layer
layer | GRT usage | vias to the layer above | wire, µm
met5 | 0 | - | 0
met4 | 0.0143 | 0 | 112
met3 | 0.0411 | 11 | 455
met2 | 0.172 | 50 | 3330
met1 | 0.178 | 1289 | 3850
li1 | - | 1375 | -
No activity file was given, so power comes from the tool's default toggle rates.
