==> flow/design.v <==
module ltd8253 (
	input wire			clk,
	input	wire[1:0]	adr,
	input	wire[7:0]	din,
	input wire			wr,
	input wire			clkin,
	input wire[2:0]	gate,
	output wire[2:0]	out
	);
	reg _wr = 1'b0;
	reg [15:0]			cnt0, cnt1, cnt2;
	reg [15:0]			div0, div1, div2;
	reg					c0, c1, c2;
	reg					f0, f1, f2;
	always @ ( posedge clk) begin
		if ( wr & ~_wr) begin 
			case (adr)
				2'b00: begin
					if ( f0) div0[15:8] <= din;
					else		div0[7:0] <= din;
					f0 <= ~f0;
				end
				2'b01: begin
					if ( f1) div1[15:8] <= din;
					else		div1[7:0] <= din;
					f1 <= ~f1;
				end
				2'b10: begin
					if ( f2) div2[15:8] <= din;
					else		div2[7:0] <= din;
					f2 <= ~f2;
				end
				default: begin
					f0 <= 1'b0;
					f1 <= 1'b0;
					f2 <= 1'b0;
				end
			endcase
		end
		_wr <= wr;
	end		
	always @ ( posedge clkin) begin		
		if ( cnt0 == { 1'b0, div0[15:1] }) c0 <= 1'b0;
		if ( cnt0 == 16'd0 ) begin
			cnt0 <= div0;
			c0 <= 1'b1;
		end
		else	cnt0 <= cnt0 - 16'd1;
		if ( cnt1 == { 1'b0, div1[15:1] }) c1 <= 1'b0;
		if ( cnt1 == 16'd0 ) begin
			cnt1 <= div1;
			c1 <= 1'b1;
		end
		else	cnt1 <= cnt1 - 16'd1;
		if ( cnt2 == { 1'b0, div2[15:1] }) c2 <= 1'b0;
		if ( cnt2 == 16'd0 ) begin
			cnt2 <= div2;
			c2 <= 1'b1;
		end
		else	cnt2 <= cnt2 - 16'd1;
	end
	assign out[0] = gate[0] ? c0 : 1'b0;
	assign out[1] = gate[1] ? c1 : 1'b0;
	assign out[2] = gate[2] ? c2 : 1'b0;		
endmodule
==> flow/run.sh <==
#!/bin/bash
# OpenROAD 26Q1-2900-gdf79404cd8, Yosys 0.63+post, stock flow scripts
make -C /OpenROAD-flow-scripts/flow DESIGN_CONFIG=/design/flow/config.mk WORK_HOME=/design/flow/orfs finish
==> flow/config.mk <==
export PLATFORM = sky130hd
export DESIGN_NAME = ltd8253
export DESIGN_NICKNAME = ltd8253
export VERILOG_FILES = /design/flow/design.v
export SDC_FILE = /design/flow/constraint.sdc
export NUM_CORES = 4
export LEC_CHECK = 1
export CORE_UTILIZATION = 50
==> flow/constraint.sdc <==
current_design ltd8253

set clk_period 2.4
set clk_io_pct 0.2

create_clock -name clk0 -period $clk_period [get_ports {clk}]
create_clock -name clk1 -period $clk_period [get_ports {clkin}]

set non_clock_inputs [all_inputs -no_clocks]
set_input_delay [expr $clk_period * $clk_io_pct] -clock clk0 $non_clock_inputs
set_output_delay [expr $clk_period * $clk_io_pct] -clock clk0 [all_outputs]
==> reports/metrics.yaml <==
timing:
  timing_hold_violations_final: 0
  timing.final.setup_violations: 0
  drv_slew: 0
  max_slew.worst_pin.slew_ps: 428
  maxSlewHeadroom_pct: 71.2
  final_tns_setup_ps: 0
  timing.clock.skew_ps: 9.17
  rsz0062_at_grt: "no"
grt:
  grt_antenna_before_repair: 0
  via_count_of_the_first_global_routing_pass: 2897
  grt_max_degree: 34
  grt_first_pass_wirelength_um: 14400
  grtUsageTotal_pct: 20.5
  global_route.overflow_total: 0
synthesis:
  synthesis.instances: 434
  synth.avg_cell_area_um2: 10.6
  yosys_cell_types: 34
  synth-main-ff-cell: "sky130_fd_sc_hd__dfxtp_1"
  topCellsByArea: "sky130_fd_sc_hd__edfxtp_1 (33%), sky130_fd_sc_hd__dfxtp_1 (23%), sky130_fd_sc_hd__xor2_1 (11%)"
  ys_cells: 434
  netlist.top_cell.by_instances: "sky130_fd_sc_hd__nor2_1"
  syn_area_mm2: 0.00461
  synth-seq-cells: 103
  yosys-top-cells-count: "sky130_fd_sc_hd__nor2_1 (62), sky130_fd_sc_hd__xor2_1 (57), sky130_fd_sc_hd__dfxtp_1 (52)"
  synthDominantAreaCellType: "sky130_fd_sc_hd__edfxtp_1"
  yosysWarnings: 1
  synthDominantCellAreaShare_pct: 33.2
  synth_sequential_area_ratio_pct: 55.8
  yosysChipArea_mm2: 0.00461
  postSynth.asyncResetShare_pct: 0
  enable_flop_cells: 51
pwr:
  vdd_ir_drop_max_mv: 0.502
  power.static_leakage_nw: 1.86
  pwr_density_cell_mw_per_mm2: 951
die:
  initial_core_util_pct: 52.3
  floorplan.die.height_um: 98.0
  die_w_um: 98.0
  floorplan.rows: 34
  io_pins: 19
  fp.dieArea_mm2: 0.00961
  core_area_mm2: 0.00881
worst_setup_path:
  crit_required_ps: 2580
  critPathMaxFanout: 31
  worst-endpoint-arrival_ps: 2450
  reg2reg_depth: 6
  timing.critical_path.mode_cell: "sky130_fd_sc_hd__or4_1"
  cp_slowest_cell: "sky130_fd_sc_hd__or4_1"
  critical_path_cell_by_cell: "or4_1, or3_4, or4_1, buf_4, nor2_1, a21oi_1"
  setup.worst_path.class: "flop to flop"
  critPathMaxStageDelay_ps: 510
  worstSetupStartpointType: "flop"
  cp-end-kind: "flop"
routing:
  detailedRoute.firstIterationViolations: 223
  drt_total_wl_um: 8760
  drt.antenna.violating_nets: 0
  insertedDiodeCount: 0
  detailedRoute.firstPassIterationCount: 15
  drt-vias-per-instance: 5.33
  drc: 0
  routed_wire_length_per_instance_um: 15.4
  dr_total_vias: 3025
clock_tree:
  cts.sinks: 103
  hold_buffers: 0
  cts_setup_buffers: 0
  cts_repair_resize_count: 0
  tritoncts: "built"
  cts_clock_pin_slew_for_the_worst_setup_and_hold_paths_ps: 100
placement:
  detailed_place_hpwl_um: 6360
  gp_congestion: 0.862
  io_buffer_count: 17
layout:
  postLayoutCoreUtil_pct: 58.4
  drive_gt1_share_pct: 5.43
  areaGrowthSynthToFinish_pct: 11.6
min_path:
  hold_path.class: "flop to flop"
  cell_count_of_the_worst_hold_path: 2
status:
  outcome: "complete, no violations"
job:
  maxCapViolations: 0
  tool_warnings: 31
-- metal layers --
layer | wire [um] | share of wire (%) | track usage [%] | vias up
met1 | 4400 | 50 | 35.5 | 1382
met4 | 129 | 1.5 | 3.15 | 0
li1 | - | - | - | 1566
met2 | 3650 | 42 | 27.5 | 64
met5 | 0 | 0 | 0 | -
met3 | 569 | 6.5 | 6.69 | 13
-- critical path: cells and delay by family (launching register included) --
kind	cells	cell delay, ps
AOI/OAI and AO/OA	1	50
and+or+nand+nor	4	1500
DFF	1	360
buffers and inverters	1	240
-- worst paths after layout --
check | startpoint | end | slack, ps
hold reg to reg | c1$_SDFFE_PP1N_ | c1$_SDFFE_PP1N_ | 440
setup reg to reg | cnt1[6]$_DFF_P_ | cnt1[6]$_DFF_P_ | 130
setup / recovery | cnt1[6]$_DFF_P_ | cnt1[6]$_DFF_P_ | 130
max in group clk0 | gate[2] | out[2] | 430
hold / removal | c1$_SDFFE_PP1N_ | c1$_SDFFE_PP1N_ | 440
min in group clk0 | f0$_DFFE_PP_ | f0$_DFFE_PP_ | 560
-- sequential cells by signal, indices dropped and copies added, names as in the netlist --
register	cells
c1	1
cnt0	16
_wr	1
f0	1
cnt2	16
div1	16
div0	16
f2	1
div2	16
cnt1	16
c0	1
f1	1
c2	1
-- per-stage QoR --
step / worst slack, ps / instance area (um2) / hold slack (ps) / cells / total power [mW]
after floorplan: 43.2 / 4610 / 413 / 434 / 3.34
after CTS: 130 / 5140 / 451 / 568 / 4.94
after global placement: 172 / 4900 / 427 / 552 / 3.63
after global routing: 6.68 / 5140 / 483 / 568 / 5.20
final: 131 / 5140 / 444 / 568 / 4.89
after detailed placement: 150 / 4900 / 433 / 552 / 3.64
-- layout by cell type (no fill, tap or decap), types with 7 or more instances in the layout --
master and n:
sky130_fd_sc_hd__nor2_1 62, sky130_fd_sc_hd__xor2_1 57, sky130_fd_sc_hd__dfxtp_1 52, sky130_fd_sc_hd__edfxtp_1 51, sky130_fd_sc_hd__a21oi_1 42, sky130_fd_sc_hd__xnor2_1 22
sky130_fd_sc_hd__nand2_1 20, sky130_fd_sc_hd__nor4_1 19, sky130_fd_sc_hd__clkdlybuf4s50_1 17, sky130_fd_sc_hd__nor3_1 15, sky130_fd_sc_hd__clkbuf_8 10, sky130_fd_sc_hd__ha_1 9
sky130_fd_sc_hd__buf_4 9, sky130_fd_sc_hd__inv_1 8, sky130_fd_sc_hd__nand4_1 7, sky130_fd_sc_hd__and2_1 7
-- logic make-up (layout without fill, tap and decap cells) --
logic type | count (synthesis) | after routing | synth area share, %
compound gates | 57 | 57 | 6.89
fa+ha+maj | 9 | 9 | 2.44
buf+inv | 24 | 50 | 2.42
xor+xnor | 79 | 79 | 15.0
simple gates | 162 | 162 | 17.4
flops | 103 | 103 | 55.8
-- power breakdown --
group | total (mW) | switching, mW | internal (mW)
Sequential | 2.55 | 0.394 | 2.16
Clock | 1.29 | 0.563 | 0.725
Combinational | 1.06 | 0.487 | 0.570
Total | 4.89 | 1.44 | 3.45
-- cell type report --
type	instances	area (um2)
Clock buffer	11	141
Clock inverter	5	103
Fill cell	747	3660
Inverter	8	30.0
Multi-Input combinational cell	307	1930
Sequential cell	103	2570
Tap cell	108	135
Timing Repair Buffer	26	238
Power figures rest on the tool's default switching activity, not on a simulated workload.
